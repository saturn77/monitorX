[design/flow/run.sh]
#!/bin/bash
# OpenROAD 26Q1-2900-gdf79404cd8, Yosys 0.63+post, stock flow scripts
make -C /OpenROAD-flow-scripts/flow DESIGN_CONFIG=/design/flow/config.mk WORK_HOME=/design/flow/orfs finish
[design/flow/config.mk]
export PLATFORM = sky130hd
export DESIGN_NAME = downCounter
export DESIGN_NICKNAME = downCounter
export VERILOG_FILES = /design/flow/design.v
export SDC_FILE = /design/flow/constraint.sdc
export NUM_CORES = 4
export LEC_CHECK = 1
export CORE_AREA = 10 10 75 75
export DIE_AREA = 0 0 85 85
[design/flow/constraint.sdc]
current_design downCounter

set clk_period 4.2
set clk_io_pct 0.2

create_clock -name clk0 -period $clk_period [get_ports {MCLK}]

set non_clock_inputs [all_inputs -no_clocks]
set_input_delay [expr $clk_period * $clk_io_pct] -clock clk0 $non_clock_inputs
set_output_delay [expr $clk_period * $clk_io_pct] -clock clk0 [all_outputs]
[design/flow/design.v]
module uart_rx_atlantix #(
parameter  MCLKS_SKEW    = 217,
parameter  MCLKS_PER_BIT = 434) 
(
input  logic        MCLK,
input  logic        HRST,
input  logic        i_RXD,
output logic [7:0]  o_DATA,
output logic        o_DONE
);
localparam MODULO        = 100; 
typedef enum logic[3:0] {IDLE  = 4'b0001,
                         SHIFT = 4'b0010,
					     LOAD  = 4'b0100,
					     DONE  = 4'b1000} state_t;
state_t state; 
logic[2:0]  regD;              
logic       rx_start;          
logic       TransferDone;      
logic[7:0]  bitCount;          
logic[11:0] sampleCount;
logic       sampleDone; 
logic       registerData;      
logic       shiftEnable;       
logic       rx_shift;          
logic       rx_load;           
logic       rx_done;           
logic       rx_idle;           
logic[10:0] shiftReg; 
SHIFT_REG_MODULE #(.BITS(11))
uSHIFT_REG
(
.MCLK(MCLK),
.HRST(HRST),
.ENABLE(shiftEnable),
.shiftReg(shiftReg),
.regD(regD)
);
bCOUNTER  #(.BITS_TO_RECEIVE(10))
uBIT_COUNTER
(
.MCLK(MCLK),           
.HRST(HRST),           
.ENABLE(rx_shift),     
.SAMPLE(sampleDone),   
.BitCount(bitCount)    
); 
always_ff@(posedge MCLK) begin :  pSampleCnt 
    if (HRST || rx_idle) begin 
        sampleCount     <= MCLKS_SKEW;
        sampleDone  <= 1'b0;
		end 	
    else if (rx_shift) begin 
            if (sampleCount > 0) begin 
                sampleCount <= sampleCount - 1;
                sampleDone  <= 1'b0;
				end 
            else begin 
                sampleCount <= MCLKS_PER_BIT;
                sampleDone  <= 1'b1;
                end 
			end 
    end 
logic rstSampleCnt;
always_comb begin 
    rstSampleCnt <= (rx_idle || HRST) ? 1'b1 : 1'b0;
	end 
  always_ff@(posedge MCLK) begin : pFilter
  if (HRST) begin
      regD     <= 0;
	  rx_start <= 0;
	  end
  else begin 
	  regD     <= {regD[1:0], i_RXD};
      rx_start <= regD[2] && (!regD[1]);
	  end
  end
always_ff@(posedge MCLK) begin : pMain 
if (HRST) 
   state <= IDLE;
else 
    case(state) 
	IDLE : begin
	       if (rx_start) 
	           state <= SHIFT;
		   else 
		       state <= IDLE;
		   end 
    SHIFT : begin 
	        if (TransferDone) 
			    state <= LOAD;
		    else 
			    state <= SHIFT;
		    end 
	LOAD  : begin 
	        state <= DONE;
			end 
	DONE  : begin 
	        state <= IDLE;
			end 
	endcase
end
always_comb begin 
    registerData  <= (bitCount == 1 && sampleCount == MCLKS_SKEW)? 1'b1 : 1'b0;
    TransferDone  <= (bitCount == 0 )? 1'b1 : 1'b0 ; 
	shiftEnable   <= (state == IDLE && rx_start) || sampleDone; 
	rx_shift      <= (state == SHIFT) ? 1'b1 : 1'b0;
	rx_load       <= (state == LOAD)  ? 1'b1 : 1'b0;
	rx_done       <= (state == DONE)  ? 1'b1 : 1'b0;
	rx_idle       <= (state == IDLE)  ? 1'b1 : 1'b0; 
end 
logic o_DONEx; 
always_ff@(posedge MCLK) begin 
if (HRST) begin  
   o_DATA <= 0; 
   o_DONEx <= 1'b0;
   end 
else if (registerData) begin 
   o_DATA <= shiftReg[10:3]; 
   o_DONEx <= 1'b1;
   end 
   else begin 
   o_DONEx <= 1'b0;
   end 
end 
always_ff@(posedge MCLK) begin 
	o_DONE <= o_DONEx; 
	end 
endmodule 
module bCOUNTER
#(parameter BITS_TO_RECEIVE = 10)
(
input  logic      MCLK,           
input  logic      HRST,           
input  logic      ENABLE,         
input  logic      SAMPLE,         
output logic[7:0] BitCount        
);   
always_ff@(posedge MCLK) begin : pMain 
if (HRST) begin 
    BitCount <= BITS_TO_RECEIVE;
	end 
else if (ENABLE) begin 
    if (SAMPLE) 
	    BitCount <= BitCount - 1;
	end 
else 
	 BitCount <= BITS_TO_RECEIVE;
end : pMain 
endmodule 
module downCounter#(
parameter INITIAL   = 43,
parameter MODULO    = 100)
(
input  logic                     MCLK,           
input  logic                     HRST,           
input  logic                     i_ENABLE,       
input  logic                     i_RELOAD,       
output logic[11:0]               o_COUNT,        
output logic                     o_ZERO_FLAG     
);
always_ff@(posedge MCLK) begin :  pMain 
    if (HRST) begin 
        o_COUNT      <= INITIAL;
        o_ZERO_FLAG  <= 1'b0;
		end 
    else if (i_ENABLE) begin 
            if (o_COUNT > 0) begin 
                o_COUNT      <= o_COUNT - 1;
                o_ZERO_FLAG  <= 1'b0;
				end 
            else begin 
                o_COUNT      <= MODULO;
                o_ZERO_FLAG  <= 1'b1;
                end 
			end 
	else if (i_RELOAD) begin 
	    o_COUNT     <= MODULO;
		o_ZERO_FLAG <= 1'b0;
		end 
    end 
endmodule
module SHIFT_REG_MODULE#(
parameter BITS = 10)
(
input  logic           MCLK,
input  logic           HRST,
input  logic           ENABLE,
output logic[BITS-1:0] shiftReg,
input  logic[2:0]      regD
);
always_ff@(posedge MCLK) begin
if (HRST) 
   shiftReg <= 0;
else if (ENABLE) 
   shiftReg <= {(regD[2] && regD[1]), shiftReg[$left(shiftReg):1]}; 
end 
endmodule  
==> results.sh <==
# source this file to load flow results
export IMPL_power_density_nw_per_um2=292.1
export IMPL_r2r_start="o_COUNT[1]"
export IMPL_drtIter0Drc=103
export IMPL_status="complete, no violations"
export IMPL_dr_pass1_iters=5
export IMPL_setup_violations=0
export IMPL_path_clk_slew_ns=0.06
export IMPL_h_tree_depth=1
export IMPL_drcViolationCount=0
export IMPL_slew_headroom_pct=56.06
export IMPL_min_period_ns=2.219
export IMPL_dieHeight_um=85
export IMPL_die_w_um=85
export IMPL_totalWireLength_um=1787
export IMPL_grt_first_pass_wirelength_um=3022
export IMPL_grt_max_degree=14
export IMPL_min_path_type="flop to flop"
export IMPL_async_reset_ff_share_pct=0
export IMPL_postSynthSeqShare_pct=35.92
export IMPL_antenna_found_initial=0
export IMPL_arrival_ns=2.39
export IMPL_grt_use_met2_pct=6.403
export IMPL_clockBufferDepth=2
export IMPL_syn_to_final_growth_pct=33.68
export IMPL_cap_violations=0
export IMPL_internal_power_uw=215.2
export IMPL_cp_required_ns=4.37
export IMPL_fin_area_um2=968.4
export IMPL_tns_ns=0
export IMPL_worstPathCellList="clkdlybuf4s50_1 -> nor3_1 -> a21oi_1 -> o22ai_1"
export IMPL_use_met1_pct=7.249
export IMPL_cts_tree="done"
export IMPL_edf_count=0
export IMPL_grt_overflow_total=0
export IMPL_place_gp_congestion=0.8065
export IMPL_clock_skew_ns=0.001598
export IMPL_endpoint_kind="flop"
export IMPL_diodes=0
export IMPL_dp_hpwl_um=1336
export IMPL_max_stage_delay_ns=0.64
export IMPL_gr_usage_met3_pct=2.601
export IMPL_p_switching_uw=67.60
export IMPL_drtAntennaViolNets=0
export IMPL_ctsResizeCount=0
export IMPL_rows=23
export IMPL_power_leakage_nw=0.3268
export IMPL_layout_top_cell="clkdlybuf4s50_1"
export IMPL_yosysChipArea_um2=724.4
export IMPL_start_kind="input pin"
export IMPL_critPathSlowestCell="clkdlybuf4s50_1"
export IMPL_yosysWarnings=1
export IMPL_ys_cells=87
export IMPL_clk_latency_ns=0.24
export IMPL_wl_per_cell_um=11.68
export IMPL_lay_top_cells="clkdlybuf4s50_1, a21oi_1, dfxtp_1, inv_1, nor3_1"
export IMPL_cts_buffers=3
export IMPL_syn_area_um2=724.4
export IMPL_cp_max_fo=13
export IMPL_r2r_slack_ns=2.23
export IMPL_post_cts_buffers=0
export IMPL_portBuffers=16
export IMPL_worstMarginPinSlew_ns=0.6531
export IMPL_initial_core_util_pct=17.85
export IMPL_placed_area_um2=923.4
export IMPL_tool_warnings=26
export IMPL_sequentialPowerShare_pct=47.7
export IMPL_ys_ff=13
export IMPL_finalCritPeriodShare_pct=52.85
export IMPL_hold_buffers=0
export IMPL_max_freq_mhz=450.6
export IMPL_peakVddDrop_uv=250.5
export IMPL_core_um2=4058
export IMPL_grt_pass1_vias=633
export IMPL_slew_violations=0
export IMPL_sw_frac_of_total_pct=23.90
export IMPL_r2r_end="o_COUNT[3]"
export IMPL_worstSetupPathType="input pin to flop"
export IMPL_power_frac_comb_pct=12.8
export IMPL_clkPwrFrac_pct=39.5
export IMPL_startpoint="i_ENABLE"
export IMPL_reg2regPathDepth=6
export IMPL_clock_sinks=13
export IMPL_routed_via_count=696
export IMPL_syn_inst=87
export IMPL_grt_util_all_layers_pct=4.912
export IMPL_ys_types=30
export IMPL_rsz0062_at_grt="false"
export IMPL_drive_gt1_share_pct=7.767
export IMPL_flop_cell="dfxtp_1"
export IMPL_post_synth_cell_area_avg_um2=8.327
export IMPL_timing_hold_ws_ns=0.4823
export IMPL_cp_endpoint="o_COUNT[9]"
export IMPL_die_area_um2=7225
export IMPL_final_hold_viol_count=0
export IMPL_grt_busiest_layer="met1"
export IMPL_io_pins=17
export IMPL_cts_root_buffer="clkbuf_8"
export IMPL_viasPerCell=4.549
==> synthesized netlist by cell type, drive strengths merged (3+ instances only) <==
master	count	share of area (%)
a21oi	14	9.7
dfxtp	13	36
inv	8	4.1
nor3	5	3.5
nor2	4	2.1
o21ai	4	2.8
or3	4	3.5
nand3	3	2.1
nand3b	3	3.1
o31ai	3	3.8
or4	3	3.1
==> per-stage QoR <==
step / setup WS [ns] / instances / power (mW) / utilization (%)
floorplan: 2.390 / 87 / 0.1571 / -
global placement: 1.827 / 149 / 0.1737 / 22.76
detailed placement: 1.764 / 149 / 0.1738 / 22.76
finish: 1.981 / 153 / 0.2828 / 23.87
CTS: 2.008 / 153 / 0.2855 / 23.87
global route: 1.808 / 153 / 0.3007 / 23.87
==> worst min-delay path by stage <==
stage | startpoint | slack, ns | to | cells after the start
final | o_COUNT[6] | 0.48 | o_COUNT[6] | 2
after global routing | o_COUNT[6] | 0.52 | o_COUNT[6] | 2
after CTS | o_COUNT[6] | 0.49 | o_COUNT[6] | 2
==> critical path: cells and delay by family <==
kind                   cells  cell delay (ns)
buffers and inverters      1             0.64
AOI/OAI and AO/OA          2             0.26
and+or+nand+nor            1             0.64
==> cells by family (layout without fill, tap and decap cells) <==
kind of cell    count (synthesis)  in the layout  synth area share, %
compound gates                 30             30                27.63
fa+ha+maj                       2              2                3.454
buf+inv                        12             28                7.426
flops                          13             13                35.92
mux                             1              1                1.382
simple gates                   29             29                24.18
==> flip-flops by register name (all words and copies together) (netlist names) <==
signal,cells
o_ZERO_FLAG,1
o_COUNT,12
==> metal layers <==
metal / share of wire (%) / vias up
met2: 39 / 33
li1: - / 355
met1: 48 / 306
met5: 0 / -
met3: 12 / 2
met4: 0.50 / 0
==> area by class of cell <==
type / count / area, um^2
Fill cell: 429 / 3089
Inverter: 8 / 30.03
Tap cell: 50 / 62.56
Sequential cell: 13 / 260.3
Timing Repair Buffer: 16 / 160.2
Multi-Input combinational cell: 62 / 410.4
Clock buffer: 4 / 45.04
==> power groups by stage <==
| stage | clock network, mW | registers, mW | logic [mW] |
|---|---|---|---|
| after CTS | 0.114 | 0.135 | 0.0368 |
| after global routing | 0.123 | 0.136 | 0.0411 |
| final | 0.112 | 0.135 | 0.0362 |
Power figures rest on the tool's default switching activity, not on a simulated workload.
