$ cat /design/flow/run.sh
#!/bin/bash
# OpenROAD 26Q1-2900-gdf79404cd8, Yosys 0.63+post, stock flow scripts
make -C /OpenROAD-flow-scripts/flow DESIGN_CONFIG=/design/flow/config.mk WORK_HOME=/design/flow/orfs finish
$ cat /design/flow/config.mk
export PLATFORM = sky130hd
export DESIGN_NAME = pwm_gen
export DESIGN_NICKNAME = pwm_gen
export VERILOG_FILES = /design/flow/design.v
export SDC_FILE = /design/flow/constraint.sdc
export NUM_CORES = 4
export LEC_CHECK = 1
export CORE_UTILIZATION = 30
$ cat /design/flow/constraint.sdc
current_design pwm_gen

set clk_period 4.9
set clk_io_pct 0.2

create_clock -name clk0 -period $clk_period [get_ports {CLK}]

set non_clock_inputs [all_inputs -no_clocks]
set_input_delay [expr $clk_period * $clk_io_pct] -clock clk0 $non_clock_inputs
set_output_delay [expr $clk_period * $clk_io_pct] -clock clk0 [all_outputs]
$ cat /design/flow/design.v
module pwm_gen  #(parameter MODULO = 10000)
(
 input  logic       CLK,          
 input  logic       RST,          
 input  logic       i_PWM_TIC,    
 input  logic[15:0] i_MIN_DUTY,   
 input  logic[15:0] i_MAX_DUTY,   
 input  logic[15:0] i_DUTY,       
 input  logic       i_START,      
 output logic       o_PWM         
); 
logic [31:0] count = 0; 
logic [31:0] duty_cycle = 0; 
always_ff@(posedge CLK) begin 
if (RST || i_START) begin
    duty_cycle  <= i_DUTY;
    count       <= 0; 
	o_PWM       <= 1'b0; 
	end 
else if ( duty_cycle == 0 ) begin 
    o_PWM <= 1'b0; 
	 end 
else if ( duty_cycle == MODULO) begin 
    o_PWM <= 1'b1;
	 end 
else if ( duty_cycle < i_MIN_DUTY) begin 
	o_PWM <= 1'b0;
	end 
else if (  count < duty_cycle ) begin 
        o_PWM <= 1'b1; 
		if (i_PWM_TIC)
	    count <= count + 1;  
		end 
else begin 
		o_PWM <= 1'b0; 
	end
end  
endmodule 
==> Changelog: implementation <==
## Flow update

- Switch share: 24.1%
- Combinational share of power: 13.3%
- Cells after Synth: around 280
- Total CTS buffers: 5
- Synthesized flop and latch total: 49
- GRT Util Overall: 12.7%
- Yosys synthesis chip area: 0.00267 mm²
- Sequential share of power: 52.8%
- HPWL Detailed: between 4000 and 5000 µm
- CP Data Required Time: 5.10 ns
- Setup TNS: 0 ns
- Critical Path End: count[16]
- Share of the synthesized area in the top cell type: ~25%
- Final Hold Violation Tally: 0
- Seq share, synth: 42.7%
- DR DRC count: 0
- Commonest register cell after synthesis: dfxtp_1
- Die footprint: between 0.009 and 0.01 mm²
- Power density cells: 261 mW/mm²
- Library cells used by synthesis: 38
- Initial DRT Pass Iterations: 4
- Synthesized area: 0.00267 mm²
- Pre-CTS setup slack: between 1 and 1.5 ns
- First-pass GRT wire length: 8930 µm
- Clk_skew: 0.00616 ns
- Final setup vio count: 0
- Pleak: 1.33 nW
- Post-Syn Area per Cell: 9.51 µm²
- Clk latency late pin: 0.30 ns
- Final critical-path required period: 3.30 ns
- Ys async rst share: 0%
- Synth top area cells: dfxtp_1 (25%), edfxtp_1 (18%), ha_1 (15%), inv_1 (4.8%), a21oi_1 (3.6%)
- Post-layout util: 37.5%
- Reg2Reg Depth: 7
- Status: finished clean
- H-tree depth: 2
- Slew headroom: 39.4%
- Vias per Instance: 4.91
- Period utilisation layout: 67.4%
- Cell Chain, Critical Path: clkdlybuf4s50_1, inv_1, ha_1, a211oi_1, o21bai_1, a211oi_1, o21a_1, nor4_1, o21a_1
- Comb area: about 0.0014 mm²
- Area grow syn2layout: 21.7%
- CP Launch Type: input port
- Worst-Margin Slew: 0.909 ns
- IO Pins: 53
- Slowest CP cell: o21a_1
- Vias in the first global route: approximately 1900
- Final GP Congestion: 0.838
- CP startpoint: i_MIN_DUTY[13]
- Fillers: roughly 880
- CP endpoint kind: register
- R2R Setup Slk: between 2 and 2.5 ns
- Share of cells above drive strength 1: approximately 2.8%
- # Post-CTS Setup Buffers: 0
- Worst r2r src: duty_cycle[13]
- Post-synth EDFFs: 16
- NetSw: 0.000205 W
- Top cells by count, synth: inv_1 (34), dfxtp_1 (33), ha_1 (31)
- Worst R2R End: count[16]
- Init Core Util: 30.8%
- CTS Buffer Depth: 2
- CTS Sinks: 49
- Fmax: 303 MHz
- Clock share of power: 33.9%
- Vias: roughly 2100
- Clock root buffer: clkbuf_8
- Area leader, netlist: dfxtp_1
- Initial antenna violation count: 0
- # rows: 34
- Hold-fix buffers, CTS: 0
- Max-Cap Viols: 0
- Crit Path Class: in2reg
- PostCTS Resize Cnt: 0
- Post-route ant nets: 0
- Yosys cell count: 281
- Max incr delay on CP: 0.76 ns
- Die width: 96.4 µm
- Largest net degree at the start of global routing: 29
- Clock-pin slew on the worst setup and hold paths: around 0.09 ns
- Worst setup margin: 1.60 ns
- Internal cell power: 0.000643 W
- Port buffer count: 36
- FF+latch area: between 0.001 and 0.0015 mm²
- Wirelength per Cell: 12.7 µm
- Worst VDD drop: 0.156 mV
- Inserted Diodes: 0
- Tool warnings: 41
- Die Y-Extent: 96.4 µm
- Most common cell in the netlist: inv_1
- Core ar.: a little under 0.009 mm²
- Worst Hold Class: reg2reg
- Crit path arrival time: 3.50 ns
- Final wirelength: roughly 5400 µm
- DRT iter0 DRCs: 79
- CTS tree: done
- Max Slew Vio Count: 0
- CP Max Fanout: 28
- Syn. warnings: 1
- Grt ovf: 0
- RSZ-0062 raised after global routing: false
-- how the worst min path moves through the flow --
stage	to	from	slack (ns)	cells after the start
4_1_cts	count[26]	count[26]	0.47	1
5_1_grt	count[21]	count[21]	0.49	1
6_report	count[30]	count[30]	0.47	1
-- layer usage --
metal  vias up  global-route usage [%]  share of wire, %
met5         -                       0                 0
met4         0                   0.980              0.61
met3         5                    1.93               3.9
met2        29                    18.6                42
met1       959                    21.0                53
li1       1104                       -                 -
-- area by class of cell --
class / instances / share of cell area [%]
clock buffers: 6 / 2.23
flip-flops and latches: 49 / 35.1
multi-input cells: 190 / 41.9
well taps: 108 / 4.16
clock inverters: 2 / 1.19
repair buffers: 38 / 11.5
inverters: 34 / 3.92
-- power by group through the flow --
stage         clock, W  combinational, W  sequential (W)
CTS           0.000297          0.000113        0.000448
global route  0.000314          0.000127        0.000449
finish        0.000287          0.000113        0.000447
-- worst max-delay path: cells and delay by family --
| family | cells | cell delay, ns |
|---|---|---|
| AND-OR/OR-AND | 5 | 1.54 |
| adder cells (fa/ha/maj) | 1 | 0.31 |
| buffers and inverters | 2 | 0.50 |
| AND/OR/NAND/NOR | 1 | 0.18 |
-- logic make-up (layout without fill, tap and decap cells) --
group | after synthesis | count (layout) | synth area share (%)
muxes | 7 | 7 | 2.62
and+or+nand+nor | 101 | 101 | 21.5
DFF | 49 | 49 | 42.7
buffers and inverters | 42 | 80 | 6.32
AOI/OAI and AO/OA | 51 | 51 | 12.3
adders and majority gates | 31 | 31 | 14.5
-- flip-flops by register name (all words and copies together), names as in the netlist --
signal / flops
count: 32
o_PWM: 1
duty_cycle: 16
-- stage by stage --
stage	area, µm²	instances	total power, W	hold WS (ns)
4_1_cts	3250	427	0.000857	0.472
5_1_grt	3250	427	0.000891	0.489
2_1_floorplan	2670	281	0.000520	0.430
3_3_place_gp	3140	419	0.000567	0.443
3_5_place_dp	3140	419	0.000569	0.446
6_report	3250	427	0.000847	0.465
-- cell usage in the layout (no fill, tap or decap), types with 8 or more instances in the layout --
| master | Yosys | layout |
|---|---|---|
| dfxtp_1 | 33 | 33 |
| and2_1 | 15 | 15 |
| nand3_1 | 9 | 9 |
| a21oi_1 | 19 | 19 |
| o31ai_1 | 8 | 8 |
| ha_1 | 31 | 31 |
| inv_1 | 34 | 34 |
| edfxtp_1 | 16 | 16 |
| clkdlybuf4s50_1 | 0 | 36 |
| nand2_1 | 19 | 19 |
| nor4_1 | 12 | 12 |
Power figures rest on the tool's default switching activity, not on a simulated workload.
